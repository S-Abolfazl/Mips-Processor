**design/flow/config.mk**
```make
export PLATFORM = sky130hd
export DESIGN_NAME = dmem
export DESIGN_NICKNAME = dmem
export VERILOG_FILES = /design/flow/design.v
export SDC_FILE = /design/flow/constraint.sdc
export NUM_CORES = 4
export LEC_CHECK = 1
export CORE_UTILIZATION = 50
```
**design/flow/constraint.sdc**
```tcl
current_design dmem

set clk_period 53.6
set clk_io_pct 0.2

create_clock -name clk0 -period $clk_period [get_ports {clk}]

set non_clock_inputs [all_inputs -no_clocks]
set_input_delay [expr $clk_period * $clk_io_pct] -clock clk0 $non_clock_inputs
set_output_delay [expr $clk_period * $clk_io_pct] -clock clk0 [all_outputs]
```
**design/flow/design.v**
```verilog
`timescale 1 ns/10 ps   
module dmem (clk, wr, addr, din, dout);
	input clk;
	input wr;
	input [5:0] addr;
	input [31:0] din;	
	output [31:0] dout; 
  reg [31:0] rb [0:63];
	always @(posedge clk)
    if(clk)
        if (wr)
        rb[addr] = din;
	assign dout = rb[addr];
endmodule
```
**design/flow/run.sh**
```bash
#!/bin/bash
# OpenROAD 26Q1-2900-gdf79404cd8, Yosys 0.63+post, stock flow scripts
make -C /OpenROAD-flow-scripts/flow DESIGN_CONFIG=/design/flow/config.mk WORK_HOME=/design/flow/orfs finish
```
==> flow_metrics.tcl <==
# implementation run metrics
set metrics [dict create \
    outcome "complete, no violations" \
    via_per_inst 6.45 \
    cp_data_arrival_time_ns 16.02 \
    cap_violations 0 \
    drcViolationCount 0 \
    placed_cells_incl_taps 6206 \
    final_core_util 0.570 \
    vdd_drop_max_mv 0.0370 \
    fp-utilization 0.506 \
    finalSetupViolCount 0 \
    cts_max_level 4 \
    io-pin-count 72 \
    routed_wl_um 227000 \
    finalCriticalPeriod_ns 26.74 \
    num_vias 42400 \
    hold_viol_final 0 \
    grt_pass1_wl_um 322000 \
    netlist_area_mm2 0.0783 \
    cts_buffer_depth 3 \
    cts_resized 0 \
    path_class "input pin to output port" \
    post_cts_buffers 0 \
    crit_path_start_kind "input pin" \
    critPathRequiredTime_ns 42.88 \
    cts_tree "yes" \
    ant_nets 0 \
    portBuffers 71 \
    path_clk_slew_ns 0.06 \
    finalCritPeriodShare 0.499 \
    synth_cells 4207 \
    track_usage 0.327 \
    synth.top_cell.area_share 0.786 \
    edf_count 2048 \
    powerDensity_mw_per_mm2 37.2 \
    dpl.hpwl_um 133000 \
    p_total_mw 3.28 \
    lay_top_count "edfxtp_1" \
    row_count 144 \
    grt_max_degree 112 \
    core_area_mm2 0.155 \
    synth_seq_share 0.786 \
    post_dp_cell_area_mm2 0.0821 \
    drive_gt1_frac 0.176 \
    final_cell_area_mm2 0.0882 \
    fp.dieW_um 398 \
    synth.distinct_cells 55 \
    max_freq_mhz 37.4 \
    warning_count 29 \
    finalNonFillerCells 6576 \
    firstDrtPassIters 8 \
    clock_sinks 2048 \
    ys_ff 2048 \
    flop_cell "edfxtp_1" \
    layout_top_cells "edfxtp_1 (2048), mux2i_1 (259), clkbuf_16 (207)" \
    fp.dieH_um 398 \
    grt_antenna_before_repair 9 \
    area_growth_pct 12.6 \
    place.gp.congestion 0.930 \
    largest_register_ffs 2048 \
    hold_path.class "input pin to flip-flop" \
    tightest_slew_ns 1.44 \
    synth-warning-count 1 \
    topCellsByArea "edfxtp_1 (79%), mux2i_1 (3.3%), mux4_2 (2.8%)" \
    grt_pass1_vias 44000 \
    slew_violations 0 \
    synth_area_leader_cell "edfxtp_1" \
    yosysChipArea_mm2 0.0783 \
    numCtsBuffers 201 \
    leakagePower_nw 28.1 \
    synthArstFlopShare 0 \
    crit_fanout 45 \
    cts_hold_buf 0 \
    synth_area_per_cell_um2 18.6 \
    fin_setup_tns_ns 0 \
    ctsRootBufferMaster "clkbuf_16" \
    drt_iter0_drc 2966 \
    slew_headroom 0.0404 \
    grt_overflow 0 \
    rsz0062_at_grt "false" \
    wl_per_cell_um 34.6 \
    endpoint_kind "output port" \
    dieArea_mm2 0.158 \
    ys_cells 4207 \
]
## worst paths after layout
| path | start | end | cells past startpoint |
|---|---|---|---|
| worst max-delay path | addr[2] | dout[6] | 11 |
| worst min-delay path | din[9] | rb[20][9] | 1 |
## per-layer routing
| metal | part of all wire | vias to the layer above | global-route usage |
|---|---|---|---|
| li1 | - | 17900 | - |
| met1 | 0.32 | 21100 | 0.433 |
| met2 | 0.44 | 3004 | 0.436 |
| met3 | 0.20 | 368 | 0.276 |
| met4 | 0.028 | 34 | 0.0714 |
| met5 | 0.0048 | - | 0.0493 |
## critical path: stages
cell	delay, ns
buf_8	0.31
buf_4	0.60
buf_4	0.68
buf_4	0.64
nor3_2	0.10
buf_4	0.32
a22oi_1	0.21
a31oi_1	0.21
a2111oi_0	1.12
nand3_1	0.43
clkdlybuf4s50_1	0.53
## synthesized netlist by cell type (15+ instances only)
| cell | n |
|---|---|
| mux2_2 | 147 |
| nand2_1 | 28 |
| mux2i_1 | 259 |
| o21ai_0 | 84 |
| a222oi_1 | 16 |
| mux4_2 | 96 |
| a31oi_1 | 43 |
| edfxtp_1 | 2048 |
| a211oi_1 | 17 |
| or4_1 | 15 |
| a221o_1 | 15 |
| nand2b_1 | 18 |
| a22o_1 | 66 |
| o22a_1 | 70 |
| o22ai_1 | 93 |
| o2bb2ai_1 | 15 |
| a22oi_1 | 188 |
| clkbuf_1 | 168 |
| buf_1 | 33 |
| a221oi_1 | 175 |
| nand3_1 | 54 |
| a21oi_1 | 121 |
| and3_1 | 85 |
| a2111oi_0 | 15 |
| nor3_1 | 22 |
| buf_2 | 83 |
| nor2_1 | 145 |
## area by class of cell
cell class	count	area, µm²
fillers	11300	66600
flip-flops and latches	2048	61500
multi-input cells	1859	16100
clock buffers	261	5380
well taps	2044	2560
repair buffers	255	1950
clock inverters	102	703
inverters	2	15.0
diodes	5	12.5
## report_power, final
part           internal (mW)  switching, mW  leakage (nW)  total, mW
Clock                  0.741          0.578          2.96       1.32
Combinational         0.0551          0.133          6.76      0.188
Sequential              1.77        0.00218          18.4       1.78
## metrics by stage
stage	setup WS, ns	hold slack (ns)
after floorplan	30.05	10.82
after detailed placement	26.88	11.01
after CTS	26.87	10.17
after global placement	26.65	11.02
after global routing	26.61	10.18
final	26.86	10.18
## cells by family after synthesis
| family | count (synthesis) | synth area share |
|---|---|---|
| flip-flops | 2048 | 0.786 |
| AND/OR/NAND/NOR | 424 | 0.0283 |
| AND-OR/OR-AND | 933 | 0.0873 |
| buffers and inverters | 300 | 0.0170 |
| multiplexers | 502 | 0.0819 |
Power is estimated from default activity; no workload was simulated.
